$ cat flow/design.v
`timescale 1ns / 1ps
module BETA_DASH
#(parameter N = 12)
(
input clk,
input rst,
input start,
input en,
input [N-1:0] alpha_0,
input [N-1:0] alpha_1,
input [N-1:0] alpha_2,
input [N-1:0] alpha_3,
input [N-1:0] alpha_4,
input [N-1:0] alpha_5,
input [N-1:0] alpha_6,
input [N-1:0] alpha_7,
output [N-1:0] b_8_0,
output [N-1:0] b_8_1,
output [N-1:0] b_8_2,
output [N-1:0] b_8_3,
output [N-1:0] b_8_4,
output [N-1:0] b_8_5,
output [N-1:0] b_8_6,
output [N-1:0] b_8_7,
output [N-1:0] b_1_0
 );
 wire [N-1:0] beta_0;
 wire [N-1:0] beta_1;
 wire [N-1:0] beta_2; 
 wire [N-1:0] beta_3;
 wire [N-1:0] beta_4;
 wire [N-1:0] beta_5;
 wire [N-1:0] beta_6; 
 wire [N-1:0] beta_7;
new_alpha  for_beta
(
.clk(clk),
.rst(rst),
.start(start),
.alpha_0(alpha_0),
.alpha_1(alpha_1),
.alpha_2(alpha_2),
.alpha_3(alpha_3),
.alpha_4(alpha_4),
.alpha_5(alpha_5),
.alpha_6(alpha_6),
.alpha_7(alpha_7),
.b_0(beta_0),
.b_1(beta_1),
.b_2(beta_2),
.b_3(beta_3),
.b_4(beta_4),
.b_5(beta_5),
.b_6(beta_6),
.b_7(beta_7) 
 );
 wire [N-1:0] beta_0_d;
 wire [N-1:0] beta_1_d;
 wire  [N-1:0] beta_2_d;
 wire  [N-1:0] beta_3_d;
 wire  [N-1:0] beta_4_d;
 wire  [N-1:0] beta_5_d;
 wire  [N-1:0] beta_6_d;
 wire [N-1:0] beta_7_d;
    reg [N-1:0] new_beta_0;
    reg [N-1:0] new_beta_1;
    reg [N-1:0] new_beta_2;
    reg [N-1:0] new_beta_3;
    reg [N-1:0] new_beta_4;
    reg [N-1:0] new_beta_5;
    reg [N-1:0] new_beta_6;
    reg [N-1:0] new_beta_7;
 reg [N-1:0] mem_b0 [0:7];
 reg [N-1:0] mem_b1 [0:7];
 reg [N-1:0] mem_b2 [0:7];
 reg [N-1:0] mem_b3 [0:7];
 reg [N-1:0] mem_b4 [0:7];
 reg [N-1:0] mem_b5 [0:7];
 reg [N-1:0] mem_b6 [0:7];
 reg [N-1:0] mem_b7 [0:7];
 reg [N-1:0] beta_0_out1 ;
 reg [N-1:0] beta_0_out2;
 reg [N-1:0] beta_1_out1;
 reg [N-1:0] beta_1_out2;
 reg [N-1:0] beta_2_out1;
 reg [N-1:0] beta_2_out2;
 reg [N-1:0] beta_3_out1;
 reg [N-1:0] beta_3_out2;
 reg [N-1:0] beta_4_out1;
 reg [N-1:0] beta_4_out2;
 reg [N-1:0] beta_5_out1;
 reg [N-1:0] beta_5_out2;
 reg [N-1:0] beta_6_out1;
 reg [N-1:0] beta_6_out2;
 reg [N-1:0] beta_7_out1;
 reg [N-1:0] beta_7_out2;
 reg [2:0] addr;
 reg [1:0] gama = 'd2; 
 wire [N-1:0] mux0;
 wire [N-1:0] mux1;
 wire [N-1:0] mux2;
 wire [N-1:0] mux3;
 wire [N-1:0] mux4;
 wire [N-1:0] mux5;
 wire [N-1:0] mux6;
 wire [N-1:0] mux7;
 assign mux0 = en ? new_beta_0 : beta_0;
 assign mux1 = en ? new_beta_1 : beta_1;
 assign mux2 = en ? new_beta_2 : beta_2;
 assign mux3 = en ? new_beta_3 : beta_3;
 assign mux4 = en ? new_beta_4 : beta_4;
 assign mux5 = en ? new_beta_5 : beta_5;
 assign mux6 = en ? new_beta_6 : beta_6;
 assign mux7 = en ? new_beta_7 : beta_7;
    always @(posedge clk) begin
        beta_0_out1 <= mux0 + gama;
        beta_0_out2 <= mux1 + gama;
        beta_1_out1 <= mux2 + gama;
        beta_1_out2 <= mux3 + gama;
        beta_2_out1 <= mux4 + gama;
        beta_2_out2 <= mux5 + gama;
        beta_3_out1 <= mux6 + gama;
        beta_3_out2 <= mux7 + gama;
        beta_4_out1 <= mux0 + gama;
        beta_4_out2 <= mux1 + gama;
        beta_5_out1 <= mux2 + gama;
        beta_5_out2 <= mux3 + gama;
        beta_6_out1 <= mux4 + gama;
        beta_6_out2 <= mux5 + gama;
        beta_7_out1 <= mux6 + gama;
        beta_7_out2 <= mux7 + gama;
    end
comparator comp_0
(
.a(beta_0_out1),
.b(beta_0_out2),
.comp_out(beta_0_d)
 );
 comparator comp_1 
(
.a(beta_1_out1),
.b(beta_1_out2),
.comp_out(beta_1_d)
 );
 comparator comp_2 
(
.a(beta_2_out1),
.b(beta_2_out2),
.comp_out(beta_2_d)
 );
 comparator comp_3 
(
.a(beta_3_out1),
.b(beta_3_out2),
.comp_out(beta_3_d)
 );
 comparator comp_4 
(
.a(beta_4_out1),
.b(beta_4_out2),
.comp_out(beta_4_d)
 );
 comparator comp_5 
(
.a(beta_5_out1),
.b(beta_5_out2),
.comp_out(beta_5_d)
 );
 comparator comp_6 
(
.a(beta_6_out1),
.b(beta_6_out2),
.comp_out(beta_6_d)
 );
 comparator comp_7 
(
.a(beta_7_out1),
.b(beta_7_out2),
.comp_out(beta_7_d)
 );
 always@(beta_7_d) begin
    new_beta_0 <= beta_0_d;
    new_beta_1 <= beta_1_d;
    new_beta_2 <= beta_2_d;
    new_beta_3 <= beta_3_d;
    new_beta_4 <= beta_4_d;
    new_beta_5 <= beta_5_d;
    new_beta_6 <= beta_6_d;
    new_beta_7 <= beta_7_d;
 end
always@(posedge clk) begin
    if (!rst) begin
        mem_b0[addr] <= beta_0_d;
        mem_b1[addr] <= beta_1_d;
        mem_b2[addr] <= beta_2_d;
        mem_b3[addr] <= beta_3_d;
        mem_b4[addr] <= beta_4_d;
        mem_b5[addr] <= beta_5_d;
        mem_b6[addr] <= beta_6_d;
        mem_b7[addr] <= beta_7_d;
    end
 end
 always@(posedge clk) begin
     if (rst) begin
        addr <= 0;
     end else
     if (en) begin
        addr <= addr + 1;
     end
 end
assign b_1_0 = mem_b0[0];
assign b_8_0 = mem_b0[7];
assign b_8_1 = mem_b1[7];
assign b_8_2 = mem_b2[7];
assign b_8_3 = mem_b3[7];
assign b_8_4 = mem_b4[7];
assign b_8_5 = mem_b5[7];
assign b_8_6 = mem_b6[7];
assign b_8_7 = mem_b7[7];
endmodule
`timescale 1ns / 1ps
module comparator
#(parameter N = 12)
(
input  [N-1:0] a,
input [N-1:0] b,
output reg  [N-1:0] comp_out
 );
always@(a,b) begin
    if (a>b) begin
    comp_out <= a;
    end else
    if (a<b) begin
    comp_out <= b;
    end else 
    if (a == b) begin
    comp_out <= a;
    end
end
endmodule
`timescale 1ns / 1ps
module new_alpha  
#(parameter N = 12)
(
input clk,
input rst,
input start,
input [N-1:0] alpha_0,
input [N-1:0] alpha_1,
input [N-1:0] alpha_2,
input [N-1:0] alpha_3,
input [N-1:0] alpha_4,
input [N-1:0] alpha_5,
input [N-1:0] alpha_6,
input [N-1:0] alpha_7,
output [N-1 : 0] b_0,
output [N-1 : 0] b_1,
output [N-1 : 0] b_2,
output [N-1 : 0] b_3,
output [N-1 : 0] b_4,
output [N-1 : 0] b_5,
output [N-1 : 0] b_6,
output [N-1 : 0] b_7 
 );
 wire [N-1:0] alpha_0_d;
 wire [N-1:0] alpha_1_d;
 wire  [N-1:0] alpha_2_d;
 wire  [N-1:0] alpha_3_d;
 wire  [N-1:0] alpha_4_d;
 wire  [N-1:0] alpha_5_d;
 wire  [N-1:0] alpha_6_d;
 wire [N-1:0] alpha_7_d;
    reg [N-1:0] new_alpha_0;
    reg [N-1:0] new_alpha_1;
    reg [N-1:0] new_alpha_2;
    reg [N-1:0] new_alpha_3;
    reg [N-1:0] new_alpha_4;
    reg [N-1:0] new_alpha_5;
    reg [N-1:0] new_alpha_6;
    reg [N-1:0] new_alpha_7;
 reg [N-1:0] alpha_0_out1 ;
 reg [N-1:0] alpha_0_out2;
 reg [N-1:0] alpha_1_out1;
 reg [N-1:0] alpha_1_out2;
 reg [N-1:0] alpha_2_out1;
 reg [N-1:0] alpha_2_out2;
 reg [N-1:0] alpha_3_out1;
 reg [N-1:0] alpha_3_out2;
 reg [N-1:0] alpha_4_out1;
 reg [N-1:0] alpha_4_out2;
 reg [N-1:0] alpha_5_out1;
 reg [N-1:0] alpha_5_out2;
 reg [N-1:0] alpha_6_out1;
 reg [N-1:0] alpha_6_out2;
 reg [N-1:0] alpha_7_out1;
 reg [N-1:0] alpha_7_out2;
 reg [1:0] gama = 2'b10; 
 reg [N-1:0] mem_0 [0:13];
 reg [N-1:0] mem_1 [0:13];
 reg [N-1:0] mem_2 [0:13];
 reg [N-1:0] mem_3 [0:13];
 reg [N-1:0] mem_4 [0:13];
 reg [N-1:0] mem_5 [0:13];
 reg [N-1:0] mem_6 [0:13];
 reg [N-1:0] mem_7 [0:13];
 reg [3:0] addr;
 wire [N-1:0] mux0;
 wire [N-1:0] mux1;
 wire [N-1:0] mux2;
 wire [N-1:0] mux3;
 wire [N-1:0] mux4;
 wire [N-1:0] mux5;
 wire [N-1:0] mux6;
 wire [N-1:0] mux7;
 assign mux0 = start ? new_alpha_0 : alpha_0;
 assign mux1 = start ? new_alpha_1 : alpha_1;
 assign mux2 = start ? new_alpha_2 : alpha_2;
 assign mux3 = start ? new_alpha_3 : alpha_3;
 assign mux4 = start ? new_alpha_4 : alpha_4;
 assign mux5 = start ? new_alpha_5 : alpha_5;
 assign mux6 = start ? new_alpha_6 : alpha_6;
 assign mux7 = start ? new_alpha_7 : alpha_7;
    always @(posedge clk) begin
        alpha_0_out1 <= mux0 + gama;
        alpha_0_out2 <= mux4 + gama;
        alpha_1_out1 <= mux0 + gama;
        alpha_1_out2 <= mux4 + gama;
        alpha_2_out1 <= mux1 + gama;
        alpha_2_out2 <= mux5 + gama;
        alpha_3_out1 <= mux1 + gama;
        alpha_3_out2 <= mux5 + gama;
        alpha_4_out1 <= mux2 + gama;
        alpha_4_out2 <= mux6 + gama;
        alpha_5_out1 <= mux2 + gama;
        alpha_5_out2 <= mux6 + gama;
        alpha_6_out1 <= mux3 + gama;
        alpha_6_out2 <= mux7 + gama;
        alpha_7_out1 <= mux3 + gama;
        alpha_7_out2 <= mux7 + gama;
    end
comparator comp_0
(
.a(alpha_0_out1),
.b(alpha_0_out2),
.comp_out(alpha_0_d)
 );
 comparator comp_1 
(
.a(alpha_1_out1),
.b(alpha_1_out2),
.comp_out(alpha_1_d)
 );
 comparator comp_2 
(
.a(alpha_2_out1),
.b(alpha_2_out2),
.comp_out(alpha_2_d)
 );
 comparator comp_3 
(
.a(alpha_3_out1),
.b(alpha_3_out2),
.comp_out(alpha_3_d)
 );
 comparator comp_4 
(
.a(alpha_4_out1),
.b(alpha_4_out2),
.comp_out(alpha_4_d)
 );
 comparator comp_5 
(
.a(alpha_5_out1),
.b(alpha_5_out2),
.comp_out(alpha_5_d)
 );
 comparator comp_6 
(
.a(alpha_6_out1),
.b(alpha_6_out2),
.comp_out(alpha_6_d)
 );
 comparator comp_7 
(
.a(alpha_7_out1),
.b(alpha_7_out2),
.comp_out(alpha_7_d)
 );
 always@(posedge clk) begin
    new_alpha_0 <= alpha_0_d;
    new_alpha_1 <= alpha_1_d;
    new_alpha_2 <= alpha_2_d;
    new_alpha_3 <= alpha_3_d;
    new_alpha_4 <= alpha_4_d;
    new_alpha_5 <= alpha_5_d;
    new_alpha_6 <= alpha_6_d;
    new_alpha_7 <= alpha_7_d;
 end
 always@(posedge clk) begin
    if (!rst) begin
        mem_0[addr] <= alpha_0_d;
        mem_1[addr] <= alpha_1_d;
        mem_2[addr] <= alpha_2_d;
        mem_3[addr] <= alpha_3_d;
        mem_4[addr] <= alpha_4_d;
        mem_5[addr] <= alpha_5_d;
        mem_6[addr] <= alpha_6_d;
        mem_7[addr] <= alpha_7_d;
    end
 end
 always@(posedge clk) begin
     if (rst) begin
        addr <= 0;
     end else
     if (start) begin
        addr <= addr + 1;
     end
 end
assign b_0 = mem_0[13];
assign b_1 = mem_1[13];
assign b_2 = mem_2[13];
assign b_3 = mem_3[13];
assign b_4 = mem_4[13];
assign b_5 = mem_5[13];
assign b_6 = mem_6[13];
assign b_7 = mem_7[13];
endmodule
$ cat flow/constraint.sdc
current_design BETA_DASH

set clk_period 13.9
set clk_io_pct 0.2

create_clock -name clk0 -period $clk_period [get_ports {clk}]

set non_clock_inputs [all_inputs -no_clocks]
set_input_delay [expr $clk_period * $clk_io_pct] -clock clk0 $non_clock_inputs
set_output_delay [expr $clk_period * $clk_io_pct] -clock clk0 [all_outputs]
$ cat flow/config.mk
export PLATFORM = sky130hd
export DESIGN_NAME = BETA_DASH
export DESIGN_NICKNAME = BETA_DASH
export VERILOG_FILES = /design/flow/design.v
export SDC_FILE = /design/flow/constraint.sdc
export NUM_CORES = 4
export LEC_CHECK = 1
export CORE_UTILIZATION = 50
$ cat flow/run.sh
#!/bin/bash
# OpenROAD 26Q1-2900-gdf79404cd8, Yosys 0.63+post, stock flow scripts
make -C /OpenROAD-flow-scripts/flow DESIGN_CONFIG=/design/flow/config.mk WORK_HOME=/design/flow/orfs finish
==> reports/metrics.csv <==
stage;metric;value;unit
place;io_buffers;207;
synthesis;yosysUniqueCellTypes;80;
clock_network;clk_pin_slew;0.06;ns
timing;fmax;201;MHz
synthesis;ys_chip_area;17800;sq um
final_layout;area_delta_synth_final;19.6;%
die;die_h;191;um
synthesis;edf_count;108;
worst_setup_path;crit_chain;buf_4 -> inv_1 -> buf_4 -> a211oi_1 -> nor4b_2 -> nand4b_1 -> nor3_1 -> xnor2_1 -> mux2i_1;
global_route;antenna_found_initial;1;
timing;slew_violations;0;
detailed_routing;dr.first_iter.drc_count;825;
worst_setup_path;endpoint_kind;flip-flop;
final_layout;finish.utilization;0.613;
global_route;grt_pass1_vias;12500;
final_layout;largest-register;mem_b0;
power;ir_drop;0.150;mV
power;leakage;8.77;nW
worst_setup_path;critPathMostFrequentCell;buf_4;
timing;hold_viol_final;0;
detailed_routing;first_pass_iters;5;
synthesis;async_reset_ff_frac;0;
global_route;grt_max_degree;158;
clock_network;cts_max_level;2;
timing;fin_hold_ws;0.463;ns
synthesis;ys_cells;1783;
timing;fin_setup_tns;0;ns
clock_network;clkLatencyLatePin;0.53;ns
power;total_power;5.10;mW
clock_network;ctsResizeCount;0;
detailed_routing;ant_nets;0;
die;initCoreUtil;0.513;
worst_setup_path;start_kind;primary input;
power;p_per_area;239;nW/um^2
die;die_area;36400;sq um
die;io-pin-count;208;
timing;rsz0062_at_grt;false;
detailed_routing;drt-wirelength-per-cell;18.4;um
worst_setup_path;critPathSlowestCell;nor4b_2;
worst_setup_path;cp_max_fo;31;
synthesis;yosysSeqAreaShare;0.459;
synthesis;synth_area;17800;sq um
run;cap_violations;0;
detailed_routing;drc_errors;0;
worst_setup_path;cpPeakStageDelay;0.51;ns
timing;post-route-min-period;4.98;ns
timing;timing.final.ws_setup;8.92;ns
global_route;gr-total-overflow;0;
place;dp_slack;8.46;ns
timing;finalSetupViolCount;0;
worst_setup_path;worstSetupPathType;in2reg;
detailed_routing;diodes;0;
worst_setup_path;crit_required;14.29;ns
timing;worst_pin_slew;0.920;ns
clock_network;clkSinkCount;355;
synthesis;ys_warn_count;3;
global_route;grt_usage;0.259;
place;dpl.hpwl;34.7;mm
die;dieWidth;191;um
die;core;34800;sq um
outcome;outcome;finished, final reports clean;
timing;max_slew_margin;0.383;
clock_network;cts_buffers;39;
clock_network;cts_setup_buffers;0;
synthesis;ff_type;dfxtp_1;
final_layout;drive_above_1_share;0.0843;
worst_hold_path;worst_hold_path_type;reg2reg;
detailed_routing;routed_via_density;5.41;
synthesis;netlist.area_leader.share;0.277;
run;tool_warnings;29;
timing;period_used_share;0.358;
synthesis;ys.flops;355;
synthesis;yosys-top-cells-area;dfxtp_1 28%, edfxtp_1 18%, ha_1 7.5%;
clock_network;cts_tree;built;
timing;skew;0.0106;ns
clock_network;clk_path_buf_depth;3;
final_layout;fill_cells;2856;
clock_network;hold_buffers;0;
global_route;grt_pass1_wl;68.6;mm
die;num_rows;68;
clock_network;cts_root_buf;clkbuf_16;
synthesis;largest_area_cell;dfxtp_1;
place;place_congestion;0.945;
detailed_routing;vias;13100;
worst_setup_path;arrival;5.36;ns
synthesis;syn_inst;1783;
final_layout;largest_reg_flops;24;
detailed_routing;wl;44.5;mm
synthesis;avgSynthCellArea;10.0;sq um
layout make-up:
class | count | area [sq um] | area share
multi-input cells | 1163 | 8460 | 0.396
flip-flops and latches | 355 | 8190 | 0.384
repair buffers | 219 | 2170 | 0.102
clock buffers | 45 | 1040 | 0.0487
inverters | 161 | 604 | 0.0283
well taps | 455 | 569 | 0.0267
clock inverters | 27 | 310 | 0.0145
cells in the mapped netlist, types with 9 or more instances:
library cell	n
a211oi_1	9
a21o_1	24
a21oi_1	130
a31oi_1	23
a32o_1	16
and3_1	9
and3b_1	9
buf_1	10
buf_2	11
buf_4	48
clkbuf_1	33
dfxtp_1	247
edfxtp_1	108
ha_1	107
inv_1	161
mux2_2	50
mux2i_1	82
nand2_1	128
nand2b_1	11
nand3_1	50
nand4_1	15
nor2_1	89
nor2b_1	27
nor3_1	28
o21a_1	11
o21ai_0	78
xnor2_1	86
xor2_1	67
layout by cell type, fill, tap and decap left out, drive strengths merged, types with 11 or more instances in the layout:
master	instances
dfxtp	247
clkdlybuf4s50	205
inv	162
a21oi	132
nand2	129
edfxtp	108
ha	107
nor2	89
xnor2	86
mux2i	82
o21ai	81
xor2	67
nand3	50
mux2	50
clkbuf	45
nor3	31
nor2b	27
a21o	24
a31oi	23
a32o	16
nand4	16
clkinv	15
buf	14
nand2b	11
o21a	11
worst paths after layout:
kind	start	endpoint	slack [ns]	cells past startpoint
worst max-delay path	en	beta_6_out2[9]$_DFF_P_	8.92	9
worst min-delay path	for_beta.new_alpha_0[0]$_DFF_P_	for_beta.alpha_2_out1[0]$_DFF_P_	0.46	2
worst max register to register	beta_5_out2[9]$_DFF_P_	beta_6_out2[9]$_DFF_P_	9.17	16
worst min register to register	for_beta.new_alpha_0[0]$_DFF_P_	for_beta.alpha_2_out1[0]$_DFF_P_	0.46	2
per-stage QoR:
step                      area, sq um  std cells
after global placement          20000       2353
after floorplan                 17800       1783
after CTS                       21300       2425
after global routing            21300       2425
after detailed placement        20000       2353
final                           21300       2425
critical path, delay by kind of cell:
| kind | cells | cell delay (ns) |
|---|---|---|
| simple gates | 3 | 1.11 |
| compound gates | 1 | 0.17 |
| buf+inv | 3 | 1.05 |
| xor+xnor | 1 | 0.14 |
| mux | 1 | 0.08 |
power breakdown:
part	leakage [nW]	switching (mW)	internal, mW	total, mW
registers	3.06	0.256	1.53	1.78
logic	5.06	1.35	0.895	2.24
clock network	0.651	0.427	0.651	1.08
cell families (layout without fill, tap and decap cells):
group	count (synthesis)	after routing	synth area share
buffers and inverters	265	452	0.0675
AOI/OAI and AO/OA	342	342	0.122
xor gates and xnor gates	153	153	0.0751
adders and majority gates	107	107	0.0750
and+or+nand+nor	429	429	0.124
DFF	355	355	0.459
muxes	132	132	0.0776
per-layer routing:
| metal | GRT usage | wire [um] | part of all wire | vias up |
|---|---|---|---|---|
| met5 | 0 | 9 | 0.00020 | - |
| met4 | 0.0529 | 1040 | 0.023 | 2 |
| met3 | 0.0402 | 2590 | 0.058 | 70 |
| met2 | 0.394 | 20100 | 0.45 | 391 |
| met1 | 0.407 | 20800 | 0.47 | 6125 |
| li1 | - | - | - | 6522 |
Power is estimated from default activity; no workload was simulated.
